==> /design/flow/design.v <==
module add3_ge5(w,a); 	 
	input [3:0] w; 
	output [3:0] a; 
	reg [3:0] a; 
	always @ (w) 
		case (w) 
			4'b0000: a <= 4'b0000; 
			4'b0001: a <= 4'b0001; 
			4'b0010: a <= 4'b0010; 
			4'b0011: a <= 4'b0011; 
			4'b0100: a <= 4'b0100; 
			4'b0101: a <= 4'b1000; 
			4'b0110: a <= 4'b1001; 
			4'b0111: a <= 4'b1010; 
			4'b1000: a <= 4'b1011; 
			4'b1001: a <= 4'b1100;
			4'b1010: a <= 4'b1101;	
			4'b1011: a <= 4'b1110;	
			4'b1100: a <= 4'b1111;	
			default: a <= 4'b0000;  
		endcase 
endmodule 
module bcd_to_7seg (out,in);
	output [6:0] out;
	input [3:0] in;
	reg [6:0] out;
	always @ (*)
		case(in)
			4'h0: out = 7'b1000000;
			4'h1: out = 7'b1111001;
			4'h2: out = 7'b0100100;
			4'h3: out = 7'b0110000;
			4'h4: out = 7'b0011001;
			4'h5: out = 7'b0010010;
			4'h6: out = 7'b0000010;
			4'h7: out = 7'b1111000;
			4'h8: out = 7'b0000000;
			4'h9: out = 7'b0011000;
		endcase
endmodule
module bin2bcd_10 (B, BCD_0, BCD_1, BCD_2, BCD_3, BCD_4);
	input [15:0]	B;		 
	output [3:0]	BCD_0, BCD_1, BCD_2, BCD_3, BCD_4;    
	wire [3:0]	w1,w2,w3,w4,w5,w6,w7,w8,w9,w10,w11,w12,w13;
	wire [3:0]	w14,w15,w16,w17,w18,w19,w20,w21,w22,w23,w24,w25;
	wire [3:0]	w26,w27,w28,w29;
	wire [3:0]	a1,a2,a3,a4,a5,a6,a7,a8,a9,a10,a11,a12,a13;
	wire [3:0]	a14,a15,a16,a17,a18,a19,a20,a21,a22,a23,a24,a25;
	wire [3:0]	a26,a27,a28,a29;
	add3_ge5 A1 (w1,a1);
	add3_ge5 A2 (w2,a2);
	add3_ge5 A3 (w3,a3);
	add3_ge5 A4 (w4,a4);
	add3_ge5 A5 (w5,a5);
	add3_ge5 A6 (w6,a6);
	add3_ge5 A7 (w7,a7);
	add3_ge5 A8 (w8,a8);
	add3_ge5 A9 (w9,a9);
	add3_ge5 A10 (w10,a10);
	add3_ge5 A11 (w11,a11);
	add3_ge5 A12 (w12,a12);
	add3_ge5 A13 (w13,a13);
	add3_ge5 A14 (w14,a14);
	add3_ge5 A15 (w15,a15);
	add3_ge5 A16 (w16,a16);
	add3_ge5 A17 (w17,a17);
	add3_ge5 A18 (w18,a18);
	add3_ge5 A19 (w19,a19);
	add3_ge5 A20 (w20,a20);
	add3_ge5 A21 (w21,a21);
	add3_ge5 A22 (w22,a22);
	add3_ge5 A23 (w23,a23);
	add3_ge5 A24 (w24,a24);
	add3_ge5 A25 (w25,a25);
	add3_ge5 A26 (w26,a26);
	add3_ge5 A27 (w27,a27);
	add3_ge5 A28 (w28,a28);
	add3_ge5 A29 (w29,a29);
	assign  w1 = {B[14:11]};		 
	assign  w2 = {a1[2:0], B[10]};
	assign  w3 = {1'b0, B[15], a1[3], a2[3]};
	assign  w4 = {a2[2:0], B[9]};
	assign  w5 = {a3[2:0], a4[3]};
	assign  w6 = {a4[2:0], B[8]};
	assign  w7 = {a5[2:0], a6[3]};
	assign  w8 = {a6[2:0], B[7]};
	assign  w9 = {1'b0, a3[3], a5[3], a7[3]};
	assign  w10 = {a7[2:0], a8[3]};
	assign  w11 = {a8[2:0], B[6]};
	assign  w12 = {a9[2:0], a10[3]};
	assign  w13 = {a10[2:0], a11[3]};
	assign  w14 = {a11[2:0], B[5]};
	assign  w15 = {a12[2:0], a13[3]};
	assign  w16 = {a13[2:0], a14[3]};
	assign  w17 = {a14[2:0], B[4]};
	assign  w18 = {1'b0, a9[3], a12[3], a15[3]};
	assign  w19 = {a15[2:0], a16[3]};
	assign  w20 = {a16[2:0], a17[3]};
	assign  w21 = {a17[2:0], B[3]};
	assign  w22 = {a18[2:0], a19[3]};
	assign  w23 = {a19[2:0], a20[3]};
	assign  w24 = {a20[2:0], a21[3]};
	assign  w25 = {a21[2:0], B[2]};
	assign  w26 = {a22[2:0], a23[3]};
	assign  w27 = {a23[2:0], a24[3]};
	assign  w28 = {a24[2:0], a25[3]};
	assign  w29 = {a25[2:0], B[1]};
	assign BCD_0 = {a29[2:0],B[0]};
	assign BCD_1 = {a28[2:0],a29[3]};
	assign BCD_2 = {a27[2:0],a28[3]};
	assign BCD_3 = {a26[2:0],a27[3]};
	assign BCD_4 = {1'b0, a18[3], a22[3], a26[3]};	
endmodule
module ex4_top(
	SW,
	HEX0,
	HEX1,
	HEX2,
	HEX3
);
	input	[9:0] SW;
	output[6:0] HEX0;
	output[6:0] HEX1;
	output[6:0] HEX2;
	output[6:0] HEX3;
	wire [3:0] BCD0;
	wire [3:0] BCD1;
	wire [3:0] BCD2;
	wire [3:0] BCD3;
	wire [3:0] BCD4;
	bin2bcd_10 CONV (SW, BCD0, BCD1, BCD2, BCD3, BCD4);
	bcd_to_7seg SEG0 (HEX0, BCD0);
	bcd_to_7seg SEG1 (HEX1, BCD1);
	bcd_to_7seg SEG2 (HEX2, BCD2);
	bcd_to_7seg SEG3 (HEX3, BCD3);
endmodule
==> /design/flow/run.sh <==
#!/bin/bash
# OpenROAD 26Q1-2900-gdf79404cd8, Yosys 0.63+post, stock flow scripts
make -C /OpenROAD-flow-scripts/flow DESIGN_CONFIG=/design/flow/config.mk WORK_HOME=/design/flow/orfs finish
==> /design/flow/config.mk <==
export PLATFORM = sky130hd
export DESIGN_NAME = ex4_top
export DESIGN_NICKNAME = ex4_top
export VERILOG_FILES = /design/flow/design.v
export SDC_FILE = /design/flow/constraint.sdc
export NUM_CORES = 4
export LEC_CHECK = 1
export CORE_UTILIZATION = 30
==> /design/flow/constraint.sdc <==
current_design ex4_top

set clk_period 13.6
set clk_io_pct 0.2

create_clock -name clk0 -period $clk_period

set non_clock_inputs [all_inputs -no_clocks]
set_input_delay [expr $clk_period * $clk_io_pct] -clock clk0 $non_clock_inputs
set_output_delay [expr $clk_period * $clk_io_pct] -clock clk0 [all_outputs]
==> CHANGELOG.md <==
## Implementation

- Status: finished, final reports clean
- Vias post-DR: 2,633
- Min Tclk post-route: 12.76 ns
- Die X: 101 um
- Yosys reg bits: 21
- Crit path DAT: 10.04 ns
- Tcrit/Tclk final: 0.938
- Worst Setup Slack, final: 0.843 ns
- Leakage: 1.44 nW
- Final Hold Viols: 0
- Cell area after synthesis: 2950 um2
- Die Height: 101 um
- Pwr Total: 0.451 mW
- Setup WS pre-CTS: 0.427 ns
- Setup_tns: 0 ns
- Slowest cell on crit path: clkdlybuf4s50_1
- Final WL: 5.58 mm
- Iteration tally of the first detailed-router pass: 4
- Worst hold path class: primary input to output pin
- Critical Path Fanout Max: 9
- Slew margin rel.: 0.412
- Die ar.: 10,200 um2
- Fraction of registers with async set/reset: 0
- Syn Inst Count: 376
- Max-Cap Viols: 0
- Fmax achieved: 0.0784 GHz
- Setup crit end kind: output pin
- Io pins: 38
- Total tool warning count: 58
- GRT overflow: 0
- Slew @ Worst Pin: 0.882 ns
- Largest cells by area: ha_1 (15%), dlxtn_1 (11%), mux2i_1 (6.1%)
- Routed len/inst: 10.6 um
- Critical Path Start Type: primary input
- Number of global-route vias before repair: 2,307
- Maximum VDD drop: 0.0709 mV
- Worst Path Required: 10.88 ns
- # rows: 35
- Avg Inst Size Synth: 7.86 um2
- Maximum number of pins on one net before global-route repair: 20
- Buffers on Ports: 35
- First-pass GRT wire length: 9.96 mm
- Hold buffer count at cts: 0
- Dpl hpwl: 4.54 mm
- RSZ-0062 raised after global routing: false
- Finished Cell Area: 3360 um2
- Remaining antenna violation count: 0
- Core ar.: 9370 um2
- Placer Congestion: 0.886
- Initial antenna violation count: 0
- Critical Path Most Common Cell: ha_1
- Final setup viols: 0
- Register pins left without a clock: 21
- Logic area: 2410 um2
- DRC: 0
- Count of pins over their slew limit: 0
- Yosys stat chip area: 2950 um2
- Cell type with the largest total area: ha_1
- Final core utilization: 0.358
- Count of endpoints without a timing constraint: 35
- Share of cells above drive strength 1: 0.0877
- Storage element area: 315 um2
- FP Util: 0.315
- Gr usage total: 0.113
- Unique masters post-synth: 79
- Synth warn: 3
- Vias per cell: 4.99
- Post-DP Area: 3350 um2
- Setup CP Type: primary input to output pin
- Area growth syn-to-layout: 13.7%
- Filler cells: 973
- Yosys Instances: 376
- Power Density: 134 nW/um2
- Area leader share: 0.148
- Post-synth EDFFs: 0
- Max incr delay on CP: 0.61 ns
- Inserted Diodes: 0
- Most instantiated logic cells after routing: ha_1 (34), clkdlybuf4s50_1 (34), nand2_1 (29)
- Initial detailed-routing violation count: 115
- Post-synth top flop: dlxtn_1
[per-stage QoR]
| step | instances | hold slack [ns] |
|---|---|---|
| floorplan | 384 | 5.71 |
| global placement | 528 | 6.85 |
| detailed placement | 528 | 6.85 |
| CTS | 528 | 6.85 |
| global route | 528 | 6.87 |
| finish | 528 | 6.75 |
[worst max-delay path, delay by kind of cell]
family          cells  cell delay [ns]
compound gates      9             2.13
fa+ha+maj           5             1.28
buf+inv             6             1.44
latches             1             0.35
mux                 1             0.10
simple gates        9             2.00
[cell usage after synthesis, types with 3 or more instances]
cell type and count:
ha_1 35, nand2_1 29, inv_1 27, nor2_1 27, dlxtn_1 21, mux2i_1 18, a21oi_1 17, o21ai_0 16
nand2b_1 11, nand3_1 11, xnor2_1 10, buf_4 9, a211oi_1 7, a21o_1 6, buf_2 6, nor3_1 6
o211ai_1 6, a31oi_1 5, and3_1 5, buf_6 5, mux2_2 5, o22ai_1 5, o21a_1 4, a211o_1 3
a21boi_0 3, a32oi_1 3, and2_1 3, nor2b_1 3, o21ai_1 3, o221ai_1 3, o22a_1 3, or2_2 3
[path summary, 6_finish.rpt]
path,from,to,cells past startpoint
max,SW[9],HEX2[1],31
min,SW[8],HEX3[0],5
[cells by family after synthesis]
logic type               after synthesis  share of synthesized area
latches                               21                      0.107
other                                  2                    0.00254
AND/OR/NAND/NOR                      117                      0.212
XOR/XNOR                              10                     0.0296
buffers and inverters                 49                     0.0889
adder cells (fa/ha/maj)               36                      0.152
AND-OR/OR-AND                        114                      0.305
multiplexers                          27                      0.104
[final cells by class]
cell class,count,area share
Inverter,27,0.0302
Multi-Input combinational cell,314,0.718
Sequential cell,21,0.0939
Tap cell,129,0.0481
Timing Repair Buffer,37,0.110
[routing by layer]
layer	part of all wire	track usage	vias up
met1	0.53	0.172	1160
met2	0.43	0.193	59
met3	0.032	0.00140	0
met5	0	0	-
li1	-	-	1414
met4	0	0	0
[report_power, final]
| part | switching (mW) | internal, mW |
|---|---|---|
| Clock | 0 | 0 |
| Combinational | 0.217 | 0.185 |
| Sequential | 0.00307 | 0.0462 |
| Total | 0.220 | 0.231 |
[flip-flops by register name, indices dropped and copies added, names as in the netlist]
name	cells
SEG2.out	7
SEG1.out	7
SEG0.out	7
[repair_timing]
| item | CTS | global route |
|---|---|---|
| setup endpoints to repair | 0 | 6 |
| gates resized | 0 | 4 |
| setup buffers | 0 | 0 |
Power and IR drop assume default switching activity.
