==> flow/design.v <==
module hex_to_7seg (out,in);
	output [6:0] out;
	input [3:0] in;
	reg [6:0] out;
	always @ (*)
		case(in)
			4'h0: out = 7'b1000000;
			4'h1: out = 7'b1111001;
			4'h2: out = 7'b0100100;
			4'h3: out = 7'b0110000;
			4'h4: out = 7'b0011001;
			4'h5: out = 7'b0010010;
			4'h6: out = 7'b0000010;
			4'h7: out = 7'b1111000;
			4'h8: out = 7'b0000000;
			4'h9: out = 7'b0011000;
			4'ha: out = 7'b0001000;
			4'hb: out = 7'b0000011;
			4'hd: out = 7'b0100001;
			4'hc: out = 7'b1000110;
			4'he: out = 7'b0000110;
			4'hf: out = 7'b0001110;
		endcase
endmodule
module add3_ge5(w,a); 	 
	input [3:0] w; 
	output [3:0] a; 
	reg [3:0] a; 
	always @ (w) 
		case (w) 
			4'b0000: a <= 4'b0000; 
			4'b0001: a <= 4'b0001; 
			4'b0010: a <= 4'b0010; 
			4'b0011: a <= 4'b0011; 
			4'b0100: a <= 4'b0100; 
			4'b0101: a <= 4'b1000; 
			4'b0110: a <= 4'b1001; 
			4'b0111: a <= 4'b1010; 
			4'b1000: a <= 4'b1011; 
			4'b1001: a <= 4'b1100;
			4'b1010: a <= 4'b1101;	
			4'b1011: a <= 4'b1110;	
			4'b1100: a <= 4'b1111;	
			default: a <= 4'b0000;  
		endcase 
endmodule 
`timescale 1ns / 100ps
module counter_16(
	clock,
	enable,
	reset,
	count
);
	parameter BIT_SZ = 16;
	input clock;
	input enable;
	input reset;
	output [BIT_SZ-1:0] count;
	reg [BIT_SZ -1:0] count;
	initial count = 0;
	always @ (posedge clock)
		if(enable == 1'b1)
		begin
			if(reset == 1'b1)
			begin
				count = 0;
			end	
			else
				count <= count + 1'b1;
		end	
endmodule
module ex6_top(
	CLOCK_50,
	KEY,
	HEX0,
	HEX1,
	HEX2,
	HEX3,
	HEX4
);
	input CLOCK_50;
	input [1:0] KEY;
	output[6:0] HEX0;
	output[6:0] HEX1;
	output[6:0] HEX2;
	output[6:0] HEX3;
	output[6:0] HEX4;
	wire [15:0] count_out;
	wire [3:0] BCD0;
	wire [3:0] BCD1;
	wire [3:0] BCD2;
	wire [3:0] BCD3;
	wire [3:0] BCD4;
	wire	clock_in;
	tick divider(CLOCK_50, clock_in);
	counter_16 counter (CLOCK_50, (!KEY[0] & clock_in), !KEY[1], count_out);
	bin2bcd_16 wtfisbin2bcd (count_out, BCD0, BCD1, BCD2, BCD3, BCD4);
	hex_to_7seg seg0 (HEX0, BCD0);
	hex_to_7seg seg1 (HEX1, BCD1);
	hex_to_7seg seg2 (HEX2, BCD2);
	hex_to_7seg seg3 (HEX3, BCD3);
	hex_to_7seg seg4 (HEX4, BCD4);
endmodule
module tick(clk50, out);
input clk50;
output reg out;
reg[15:0] count;
initial count = 16'b1100001101001111;
always @ (posedge clk50)
	begin 
	if(count == 0)
		begin
			count <= 16'b1100001101001111;
			out <= 1'b1;
		end
		else 
			begin
			count <= count - 1'b1;
			out <= 1'b0;
		end
	end
endmodule
module bin2bcd_16 (B, BCD_0, BCD_1, BCD_2, BCD_3, BCD_4);
	input [15:0]	B;		 
	output [3:0]	BCD_0, BCD_1, BCD_2, BCD_3, BCD_4;    
	wire [3:0]	w1,w2,w3,w4,w5,w6,w7,w8,w9,w10,w11,w12,w13;
	wire [3:0]	w14,w15,w16,w17,w18,w19,w20,w21,w22,w23,w24,w25;
	wire [3:0]	w26,w27,w28,w29,w30,w31,w32,w33,w34,w35;
	wire [3:0]	a0,a1,a2,a3,a4,a5,a6,a7,a8,a9,a10,a11,a12,a13;
	wire [3:0]	a14,a15,a16,a17,a18,a19,a20,a21,a22,a23,a24,a25;
	wire [3:0]	a26,a27,a28,a29,a30,a31,a32,a33,a34,a35;
	add3_ge5 A1 (w1,a1);
	add3_ge5 A2 (w2,a2);
	add3_ge5 A3 (w3,a3);
	add3_ge5 A4 (w4,a4);
	add3_ge5 A5 (w5,a5);
	add3_ge5 A6 (w6,a6);
	add3_ge5 A7 (w7,a7);
	add3_ge5 A8 (w8,a8);
	add3_ge5 A9 (w9,a9);
	add3_ge5 A10 (w10,a10);
	add3_ge5 A11 (w11,a11);
	add3_ge5 A12 (w12,a12);
	add3_ge5 A13 (w13,a13);
	add3_ge5 A14 (w14,a14);
	add3_ge5 A15 (w15,a15);
	add3_ge5 A16 (w16,a16);
	add3_ge5 A17 (w17,a17);
	add3_ge5 A18 (w18,a18);
	add3_ge5 A19 (w19,a19);
	add3_ge5 A20 (w20,a20);
	add3_ge5 A21 (w21,a21);
	add3_ge5 A22 (w22,a22);
	add3_ge5 A23 (w23,a23);
	add3_ge5 A24 (w24,a24);
	add3_ge5 A25 (w25,a25);
	add3_ge5 A26 (w26,a26);
	add3_ge5 A27 (w27,a27);
	add3_ge5 A28 (w28,a28);
	add3_ge5 A29 (w29,a29);
	add3_ge5 A30 (w30,a30);
	add3_ge5 A31 (w31,a31);
	add3_ge5 A32 (w32,a32);
	add3_ge5 A33 (w33,a33);
	add3_ge5 A34 (w34,a34);
	add3_ge5 A35 (w35,a35);
	assign  w1 = {1'b0,B[15:13]};		 
	assign  w2 = {a1[2:0], B[12]};		
	assign  w3 = {a2[2:0], B[11]};		
	assign  w4 = {1'b0,a1[3],a2[3],a3[3]};
	assign  w5 = {a3[2:0], B[10]};
	assign  w6 = {a4[2:0], a5[3]};
	assign  w7 = {a5[2:0], B[9]};
	assign  w8 = {a6[2:0], a7[3]};
	assign  w9 = {a7[2:0], B[8]};
	assign  w10 = {1'b0, a4[3], a6[3], a8[3]};
	assign  w11 = {a8[2:0], a9[3]};
	assign  w12 = {a9[2:0], B[7]};
	assign  w13 = {a10[2:0], a11[3]};
	assign  w14 = {a11[2:0], a12[3]};
	assign  w15 = {a12[2:0], B[6]};
	assign  w16 = {a13[2:0], a14[3]};
	assign  w17 = {a14[2:0], a15[3]};
	assign  w18 = {a15[2:0], B[5]};
	assign  w19 = {1'b0, a10[3], a13[3], a16[3]};
	assign  w20 = {a16[2:0], a17[3]};
	assign  w21 = {a17[2:0], a18[3]};
	assign  w22 = {a18[2:0], B[4]};
	assign  w23 = {a19[2:0], a20[3]};
	assign  w24 = {a20[2:0], a21[3]};
	assign  w25 = {a21[2:0], a22[3]};
	assign  w26 = {a22[2:0], B[3]};
	assign  w27 = {a23[2:0], a24[3]};
	assign  w28 = {a24[2:0], a25[3]};
	assign  w29 = {a25[2:0], a26[3]};
	assign  w30 = {a26[2:0], B[2]};
	assign  w31 = {1'b0,a19[3], a23[3], a27[3]};
	assign  w32 = {a27[2:0], a28[3]};
	assign  w33 = {a28[2:0], a29[3]};
	assign  w34 = {a29[2:0], a30[3]};
	assign  w35 = {a30[2:0], B[1]};
	assign BCD_0 = {a35[2:0],B[0]};
	assign BCD_1 = {a34[2:0],a35[3]};
	assign BCD_2 = {a33[2:0],a34[3]};
	assign BCD_3 = {a32[2:0],a33[3]};
	assign BCD_4 = {a31[2:0],a32[3]};	
endmodule
==> flow/run.sh <==
#!/bin/bash
# OpenROAD 26Q1-2900-gdf79404cd8, Yosys 0.63+post, stock flow scripts
make -C /OpenROAD-flow-scripts/flow DESIGN_CONFIG=/design/flow/config.mk WORK_HOME=/design/flow/orfs finish
==> flow/config.mk <==
export PLATFORM = sky130hd
export DESIGN_NAME = ex6_top
export DESIGN_NICKNAME = ex6_top
export VERILOG_FILES = /design/flow/design.v
export SDC_FILE = /design/flow/constraint.sdc
export NUM_CORES = 4
export LEC_CHECK = 1
export CORE_UTILIZATION = 50
==> flow/constraint.sdc <==
current_design ex6_top

set clk_period 11.1
set clk_io_pct 0.2

create_clock -name clk0 -period $clk_period [get_ports {CLOCK_50}]

set non_clock_inputs [all_inputs -no_clocks]
set_input_delay [expr $clk_period * $clk_io_pct] -clock clk0 $non_clock_inputs
set_output_delay [expr $clk_period * $clk_io_pct] -clock clk0 [all_outputs]
==> results_slide.txt <==
Run Summary

Synth
  – Yosys warns: 4
  – Registers, synthesis: 33
  – Summed standard-cell area reported by yosys: 0.00974 mm2
  – Share of the yosys chip area belonging to registers: 8.43%
  – Adder-cell share of the synthesized area: 16.3%
  – Share of cell area taken by muxes after synthesis: under 10%
  – Number of cells in the yosys synthesis report: 1287
  – Synthesized-area fraction occupied by and/or/nand/nor cells: 24.3%
  – AND-OR/OR-AND share of the synthesized area: about a third
  – Gate Count Post-Synth: 1287
  – Dominant kind of combinational cell: AND-OR/OR-AND gates
  – Avg Inst Size Synth: approximately 7.6 um2
  – XOR Share, Synth: 3.92%
  – Cell Type Count: 122
  – Fraction of registers with async set or reset after synthesis: 0%
  – Mapped Area: 0.00974 mm2
  – Most used flip-flop cell: sky130_fd_sc_hd__dfxtp_1
  – Post-synth tally of flip-flops with integrated enable: 16

Floorplanning
  – Standard-cell row count: about 50
  – Height of the chip: 142 um
  – Top-level I/O count: 38
  – Horizontal die dimension: 142 um
  – Share of the core filled by cells before placement: 51.5%

Clock network
  – Maximum number of buffers from clock root to sink: 2
  – Hold buffers post-CTS: 0
  – Number of H-tree branching levels: 2
  – Total CTS buffers: 5
  – Root buffer cell: sky130_fd_sc_hd__clkbuf_16
  – TritonCTS Sinks: 33

Place
  – Count of input and output buffers: 37
  – Worst slack, placed: -1.64 ns
  – Placer congestion estimate: 0.909
  – Placed Cells incl. Taps: 2014
  – Final HPWL DP: 21300 um

STA
  – Worst-slack endpoint at the end of global-route timing repair: HEX3[3]
  – Kind of pin the worst path terminates on: output port

Outcome
  – Error Message: [ERROR GRT-0232] Routing congestion too high. Check the congestion heatmap in the GUI.
  – Status: aborted with a tool error
  – Last step reached: 5_1_grt

GRT
  – Maximum number of pins on one net before global-route repair: 18
==> through the flow <==
stage	setup TNS, ns	instance area, um2	power [W]
global placement	-48.02	14300	0.000132
detailed placement	-52.94	14300	0.000132
CTS	-36.47	16500	0.000288
floorplan	-30.63	10400	0.000131
==> synth_stat cells, drive strengths merged, types with 6 or more instances <==
master / n / area [um2]
a211o: 12 / 105
and2: 31 / 194
ha: 126 / 1580
and3: 11 / 68.8
o21bai: 7 / 56.3
nor2: 100 / 395
mux2: 19 / 218
o21ai: 74 / 385
nor2b: 15 / 93.8
dfxtp: 17 / 340
buf: 28 / 186
a22o: 9 / 78.8
a211oi: 26 / 223
nand2: 112 / 423
a311oi: 7 / 78.8
o22ai: 16 / 100
nor3: 46 / 245
a31oi: 17 / 106
or4: 10 / 82.6
xor2: 7 / 61.3
a221o: 7 / 70.1
o31ai: 10 / 98.8
a21oi: 70 / 365
o2bb2ai: 8 / 82.6
nand4: 7 / 43.8
xnor2: 34 / 298
mux2i: 41 / 452
a32oi: 13 / 148
a2111oi: 7 / 105
o31a: 6 / 52.6
or3: 22 / 138
o311ai: 6 / 67.6
inv: 102 / 383
o21a: 13 / 98.9
nor3b: 6 / 55.1
nand3: 37 / 190
edfxtp: 16 / 480
o211ai: 27 / 221
clkbuf: 20 / 76.3
or2: 13 / 81.3
nand2b: 19 / 126
a21o: 13 / 97.6
a21boi: 13 / 97.6
nor4: 13 / 93.8
==> kinds of logic after synthesis <==
| logic type | count (synthesis) |
|---|---|
| compound gates | 413 |
| xor+xnor | 42 |
| fa+ha+maj | 127 |
| buf+inv | 151 |
| flops | 33 |
| mux | 64 |
| simple gates | 457 |
==> what timing repair did <==
| action | in CTS |
|---|---|
| resized | 342 |
| setup buffers | 122 |
| hold endpoints to repair | 0 |
| endpoints found under the setup margin | 35 |
| gates cloned | 1 |
| pin swaps | 160 |
Power figures rest on the tool's default switching activity, not on a simulated workload.
