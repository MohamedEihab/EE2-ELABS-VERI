===== design/flow/config.mk =====
export PLATFORM = sky130hd
export DESIGN_NAME = ex7_top
export DESIGN_NICKNAME = ex7_top
export VERILOG_FILES = /design/flow/design.v
export SDC_FILE = /design/flow/constraint.sdc
export NUM_CORES = 4
export LEC_CHECK = 1
export CORE_AREA = 10 10 72 72
export DIE_AREA = 0 0 82 82

===== design/flow/constraint.sdc =====
current_design ex7_top

set clk_period 3.9
set clk_io_pct 0.2

create_clock -name clk0 -period $clk_period [get_ports {KEY}]

set non_clock_inputs [all_inputs -no_clocks]
set_input_delay [expr $clk_period * $clk_io_pct] -clock clk0 $non_clock_inputs
set_output_delay [expr $clk_period * $clk_io_pct] -clock clk0 [all_outputs]

===== design/flow/design.v =====
module hex_to_7seg (out,in);
	output [6:0] out;
	input [3:0] in;
	reg [6:0] out;
	always @ (*)
		case(in)
			4'h0: out = 7'b1000000;
			4'h1: out = 7'b1111001;
			4'h2: out = 7'b0100100;
			4'h3: out = 7'b0110000;
			4'h4: out = 7'b0011001;
			4'h5: out = 7'b0010010;
			4'h6: out = 7'b0000010;
			4'h7: out = 7'b1111000;
			4'h8: out = 7'b0000000;
			4'h9: out = 7'b0011000;
			4'ha: out = 7'b0001000;
			4'hb: out = 7'b0000011;
			4'hd: out = 7'b0100001;
			4'hc: out = 7'b1000110;
			4'he: out = 7'b0000110;
			4'hf: out = 7'b0001110;
		endcase
endmodule
module add3_ge5(w,a); 	 
	input [3:0] w; 
	output [3:0] a; 
	reg [3:0] a; 
	always @ (w) 
		case (w) 
			4'b0000: a <= 4'b0000; 
			4'b0001: a <= 4'b0001; 
			4'b0010: a <= 4'b0010; 
			4'b0011: a <= 4'b0011; 
			4'b0100: a <= 4'b0100; 
			4'b0101: a <= 4'b1000; 
			4'b0110: a <= 4'b1001; 
			4'b0111: a <= 4'b1010; 
			4'b1000: a <= 4'b1011; 
			4'b1001: a <= 4'b1100;
			4'b1010: a <= 4'b1101;	
			4'b1011: a <= 4'b1110;	
			4'b1100: a <= 4'b1111;	
			default: a <= 4'b0000;  
		endcase 
endmodule 
module ex7_top(
	CLOCK_50,
	KEY,
	HEX0,
	HEX1,
	HEX2,
	HEX3,
	HEX4
);
	input CLOCK_50;
	input [3:0] KEY;
	output[6:0] HEX0;
	output[6:0] HEX1;
	output[6:0] HEX2;
	output[6:0] HEX3;
	output[6:0] HEX4;
	wire [3:0] BCD0;
	wire [3:0] BCD1;
	wire [3:0] BCD2;
	wire[7:0] randomval;
	lfsr7 lfsr7_1(randomval, KEY[3]);
	bin2bcd8 bin2bcd_1 (randomval, BCD0, BCD1, BCD2);
	hex_to_7seg seg0 (HEX0, BCD0);
	hex_to_7seg seg1 (HEX1, BCD1);
	hex_to_7seg seg2 (HEX2, BCD2);
	hex_to_7seg seg3 (HEX3, BCD3);
	hex_to_7seg seg4 (HEX4, BCD4);
endmodule
module bin2bcd8 (B, BCD_0, BCD_1, BCD_2);
	input [7:0]	B;		 
	output [3:0]	BCD_0, BCD_1, BCD_2;    
	wire [3:0]	w1,w2,w3,w4,w5,w6,w7;
	wire [3:0]	a1,a2,a3,a4,a5,a6,a7;
	add3_ge5 A1 (w1,a1);
	add3_ge5 A2 (w2,a2);
	add3_ge5 A3 (w3,a3);
	add3_ge5 A4 (w4,a4);
	add3_ge5 A5 (w5,a5);
	add3_ge5 A6 (w6,a6);
	add3_ge5 A7 (w7,a7);
	assign  w1 = {1'b0, B[7:5]};		 
	assign  w2 = {a1[2:0], B[4]};
	assign  w3 = {a2[2:0], B[3]};
	assign  w4 = {1'b0, a1[3], a2[3], a3[3]};
	assign  w5 = {a3[2:0], B[2]};
	assign  w6 = {a4[2:0], a5[3]};
	assign  w7 = {a5[2:0], B[1]};
	assign BCD_0 = {a7[2:0],B[0]};
	assign BCD_1 = {a6[2:0],a7[3]};
	assign BCD_2 = {2'b0,a4[3],a6[3]};
endmodule
module lfsr7(data_out, clk);
	output [7:1] data_out;
	input clk;
	reg [7:1] sreg;
	initial sreg = 7'b1;
	always @ (posedge clk)
		sreg <= {sreg[6:1], sreg[7] ^ sreg[1]};
	assign data_out = sreg;
endmodule

===== design/flow/run.sh =====
#!/bin/bash
# OpenROAD 26Q1-2900-gdf79404cd8, Yosys 0.63+post, stock flow scripts
make -C /OpenROAD-flow-scripts/flow DESIGN_CONFIG=/design/flow/config.mk WORK_HOME=/design/flow/orfs finish

==> flow_metrics.py <==
# Auto-generated metrics
metrics = {
    "sta": {
        "fin_worst_skew_ns": 0.000466,
        "rsz0062_at_grt": "yes",
        "fin_crit_ns": 4.25,
        "relSlewSlack": 0.642,
        "hold_viol": 0,
        "fin_hold_ws_ns": 0.354,
        "finalSetupTns_ns": -2.83,
        "tightest_slew_ns": 0.533,
        "min_period_over_period": 1.09,
        "fin_ws_ns": -0.352,
        "drv_slew": 0,
        "fmaxAchievable_mhz": 235,
        "setup_viol": 14,
    },
    "cells_and_area": {
        "synthToLayoutAreaGrowth_pct": 77.2,
        "reg_top3": "lfsr7_1.sreg: 7 flops",
        "largest_register_ffs": 7,
        "fill_cells": 275,
        "final_layout_size_suffix_gt1_frac": 0.627,
        "final_area_mm2": 0.00241,
        "regMostFlops": "lfsr7_1.sreg",
    },
    "setup_path": {
        "critPathArrivalTime_ns": 3.47,
        "cpMaxStageDelayCell": "mux4_2",
        "critPathMaxStageDelay_ns": 0.39,
        "crit_type": "flip-flop to output port",
        "worstPathRequired_ns": 3.12,
        "reg2reg_from": "lfsr7_1.sreg[1]",
        "path_delay_family": "simple AND/OR/NAND/NOR gates",
        "worst-path-buf-inv": 3,
        "start_kind": "flip-flop",
        "r2r_slack_ns": 3.06,
        "path_cells": "and2b_2 > nand2_2 > o21ai_4 > ha_4 > nand2b_4 > a221oi_4 > buf_4 > mux4_2 > nor2_2 > a21oi_2 > a21oi_2 > inv_2 > ha_4 > or3_4 > o21ai_2 > buf_2",
        "cp-startpoint": "lfsr7_1.sreg[5]",
        "crit_path_end_kind": "output port",
        "critical_path.max_fanout": 5,
    },
    "clock_network": {
        "h-tree-depth": 1,
        "clkLatencyLatePin_ns": 0.21,
        "clockRootBuffer": "clkbuf_8",
        "cts.sinks": 7,
        "clk_pin_slew_ns": 0.03,
        "clock_path_buffers": 2,
        "cts_tree": "yes",
        "postCtsHoldBufs": 0,
        "cts_buffers": 3,
    },
    "yosys": {
        "ys_ff": 7,
        "synthArstFlopShare": 0,
        "yosys_area_mm2": 0.00136,
        "netlist-cell-type-count": 47,
        "ys_seq_frac": 0.103,
        "synth_cells": 171,
        "synthFlopType": "dfxtp_1",
        "synth.avg_cell_area_um2": 7.97,
        "yosysCellCount": 171,
        "edf_count": 0,
        "synth_warnings": 10,
        "syn_area_mm2": 0.00136,
    },
    "run_status": {
        "violations": "negative setup slack",
        "status": "finished with violations",
    },
    "floorplanning": {
        "chipArea_mm2": 0.00672,
        "core_mm2": 0.00369,
        "fp_util": 0.369,
        "die_y_um": 82,
        "die_w_um": 82,
        "rows": 22,
        "num_io_pins": 40,
    },
    "grt": {
        "antenna_found_initial": 0,
        "grt_pass1_wl_um": 6320,
        "grt_pass1_vias": 1450,
        "grt_max_degree": 8,
        "globalRoute.totalOverflow": 0,
        "grt_util_all_layers": 0.111,
    },
    "placement": {
        "gp_congestion": 0.835,
        "port_buffers": 18,
        "hpwl_um": 2350,
        "post_dp_cell_area_mm2": 0.00181,
        "post-place-ws_ns": -0.526,
    },
    "detailed_routing": {
        "drc": 0,
        "antenna_cells": 0,
        "drt_iter0_markers": 59,
        "dr.pass1.iters": 4,
        "viasPerCell": 4.76,
        "drtAntennaViolNets": 0,
        "drt-total-wl_um": 3960,
        "vias": 1429,
        "wl_per_cell_um": 13.2,
    },
    "worst_hold_path": {
        "hold_class": "flip-flop to flip-flop",
        "worstHoldStart": "lfsr7_1.sreg[5]",
    },
    "power_and_ir_drop": {
        "vdd_drop_max_uv": 162,
        "power.total_mw": 0.162,
        "leakagePower_nw": 1.11,
        "power_density_mw_per_mm2": 67.2,
    },
    "run": {
        "cap_violations": 0,
        "warnings": 68,
    },
}
report_power, final:
part,switching [mW],internal (mW),total (mW)
combinational,0.000810,0,0.000811
clock,0.0196,0.0697,0.0893
sequential,0,0.0720,0.0720
layout make-up:
class	instances	area, um^2	area share
inverter	14	52.6	0.0218
multi-input combinational	143	1460	0.603
tap	48	60.1	0.0249
clock buffer	4	45.0	0.0187
sequential	7	143	0.0591
timing repair buffer	84	658	0.273
Yosys cell counts (3+ instances only):
cell     number  area [um^2]
mux2i_1       9         90.1
dfxtp_1       7          140
a21oi_1       5         25.0
nand2_1      17         63.8
ha_1         23          288
buf_4        20          150
o22ai_1       3         18.8
nor2_1       16         60.1
o21ai_0      10         50.1
xnor2_1       3         26.3
inv_1        14         52.6
cell usage in the layout (no fill, tap or decap), types with 4 or more instances in the layout:
master           instances
a21oi_2                  4
buf_2                   14
buf_4                   52
buf_6                   14
clkdlybuf4s50_1          4
conb_1                  17
dfxtp_1                  5
ha_1                     6
ha_4                    15
inv_1                    7
inv_2                    7
mux2i_1                  8
nand2_1                  9
nand2_2                  7
nor2_1                  13
o21ai_0                  4
o21ai_2                  4
kinds of logic (layout without fill, tap and decap cells):
group / Yosys count / count (layout) / share of synthesized area
AND/OR/NAND/NOR: 52 / 52 / 0.190
buffers and inverters: 37 / 102 / 0.169
AND-OR/OR-AND: 34 / 35 / 0.194
adder cells (fa/ha/maj): 23 / 23 / 0.211
multiplexers: 12 / 12 / 0.102
flip-flops: 7 / 7 / 0.103
XOR/XNOR: 4 / 4 / 0.0257
other: 2 / 17 / 0.00551
path summary, 6_finish.rpt:
| path | end | cells past startpoint |
|---|---|---|
| min reg2reg | lfsr7_1.sreg[6] | 0 |
| max reg2reg | lfsr7_1.sreg[1] | 1 |
| max | HEX0[2] | 16 |
| min | lfsr7_1.sreg[6] | 0 |
what timing repair did:
item                                    4_1_cts  5_1_grt
pin swaps                                    31       14
endpoints found under the setup margin       14       17
cloned                                        1        0
setup buffers                                21        5
gates resized                               116       22
through the flow:
step,util,cells
finish,0.655,300
CTS,0.620,296
global placement,0.490,270
floorplan,-,186
detailed placement,0.490,270
global route,0.655,300
routing by layer:
layer,wire length (um),GRT usage,up-vias
met3,106,0.00881,0
li1,-,-,715
met5,0,0,-
met4,0,0.00680,0
met2,1880,0.187,25
met1,1970,0.159,689
